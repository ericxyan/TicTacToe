==> /design/flow/run.sh <==
#!/bin/bash
# OpenROAD 26Q1-2900-gdf79404cd8, Yosys 0.63+post, stock flow scripts
make -C /OpenROAD-flow-scripts/flow DESIGN_CONFIG=/design/flow/config.mk WORK_HOME=/design/flow/orfs finish
==> /design/flow/config.mk <==
export PLATFORM = sky130hd
export DESIGN_NAME = board
export DESIGN_NICKNAME = board
export VERILOG_FILES = /design/flow/design.v
export SDC_FILE = /design/flow/constraint.sdc
export NUM_CORES = 4
export LEC_CHECK = 1
export CORE_UTILIZATION = 30
==> /design/flow/constraint.sdc <==
current_design board

set clk_period 10.2
set clk_io_pct 0.2

create_clock -name clk0 -period $clk_period

set non_clock_inputs [all_inputs -no_clocks]
set_input_delay [expr $clk_period * $clk_io_pct] -clock clk0 $non_clock_inputs
set_output_delay [expr $clk_period * $clk_io_pct] -clock clk0 [all_outputs]
==> /design/flow/design.v <==
module board(
	input [9:0] x, 
	input [9:0] y,
	input [9:0] cursor_x,
	input [9:0] cursor_y,
	input [17:0] square,
	output reg [9:0] red, 
	output reg [9:0] green, 
	output reg [9:0] blue);
reg [1:0] r;
reg [1:0] c;
reg [1:0] square2 [2:0] [2:0];
reg [5:0] CRD [7:0];  
reg [4:0] CRD_i;
always @(x, cursor_x, square) begin
	if(y<480 && ((x>140 && x<160) || (x>300 && x<320))) begin
		red <= 10'h3ff;
		green <= 10'h3ff;
		blue <= 10'h3ff;
	end else if(x<480 && ((y>140 && y<160) || (y>300 && y<320))) begin
		red <= 10'h3ff;
		green <= 10'h3ff;
		blue <= 10'h3ff;
	end else if((x > (cursor_x - 10) && x < (cursor_x + 10)) && (y > (cursor_y - 10) && y < (cursor_y + 10))) begin
		red <= 10'h3ff;
		green <= 10'h3ff;
		blue <= 10'h3ff;
	end else begin
		red <= 10'h000;
		blue <= 10'h000;
		green <= 10'h000;
	end
	square2[0][0] <= square[17:16];
	square2[0][1] <= square[15:14];
	square2[0][2] <= square[13:12];
	square2[1][0] <= square[11:10];
	square2[1][1] <= square[9:8];
	square2[1][2] <= square[7:6];
	square2[2][0] <= square[5:4];
	square2[2][1] <= square[3:2];
	square2[2][2] <= square[1:0];
	CRD[7][5:4] <= square2[0][0];
	CRD[7][3:2] <= square2[1][0];
	CRD[7][1:0] <= square2[2][0];
	CRD[6][5:4] <= square2[0][1];
	CRD[6][3:2] <= square2[1][1];
	CRD[6][1:0] <= square2[2][1];
	CRD[5][5:4] <= square2[0][2];
	CRD[5][3:2] <= square2[1][2];
	CRD[5][1:0] <= square2[2][2];
	CRD[4][5:4] <= square2[0][0];
	CRD[4][3:2] <= square2[0][1];
	CRD[4][1:0] <= square2[0][2];
	CRD[3][5:4] <= square2[1][0];
	CRD[3][3:2] <= square2[1][1];
	CRD[3][1:0] <= square2[1][2];
	CRD[2][5:4] <= square2[2][0];
	CRD[2][3:2] <= square2[2][1];
	CRD[2][1:0] <= square2[2][2];
	CRD[1][5:4] <= square2[0][0];
	CRD[1][3:2] <= square2[1][1];
	CRD[1][1:0] <= square2[2][2];
	CRD[0][5:4] <= square2[0][2];
	CRD[0][3:2] <= square2[1][1];
	CRD[0][1:0] <= square2[2][0];
	if(x > 480 && x < 560 && y > 70 && y < 100) begin
		for(CRD_i=0; CRD_i<=7; CRD_i = CRD_i+1) begin
			if(CRD[CRD_i] == 6'b010101) begin
				red <= 10'h3ff;
				green <= 10'h000;
				blue <= 10'h000;
			end else if(CRD[CRD_i] == 6'b101010) begin
				red <= 10'h000;
				green <= 10'h3ff;
				blue <= 10'h000;
			end
		end
	end
	for(r=0; r < 3; r=r+1) begin
		for(c=0; c < 3; c=c+1) begin
			if(x > (70+160*c - 50) && x < (70+160*c + 50) && y > (70+160*r - 50) && y < (70+160*r + 50)) begin
				if(!(x > (cursor_x - 10) && x < (cursor_x + 10) && y > (cursor_y - 10) && y < (cursor_y + 10))) begin
					if(square2[r][c] == 2'b01) begin 
						red <= 10'h3ff;
						green <= 10'h000;
						blue <= 10'h000;
					end else if(square2[r][c] == 2'b10)begin
						red <= 10'h000;
						green <= 10'h3ff;
						blue <= 10'h000;
					end
				end
			end
		end
	end
end
endmodule
==> qor.rpt <==
====================================================================
Outcome                                                 finished, final reports clean
Max capacitance violation total                                    0
Cell depth of the worst hold path                                  7
Dpl ws                                                      2.235 ns
Number of hold violations in the final report                      0
Final cell count without fillers                                 510
Clock buffer count                                                 0
Critical Path Slowest Stage Cell                             a32oi_1
Ordered cell list for the critical path                 clkdlybuf4s50_1 > or4_4 > nor3_1 > xnor2_1 > ha_1 > nand4_1 > or3_1 > a2bb2oi_1 > o2111ai_1 > nor4_2 > nor2_1 > a32oi_1 > clkdlybuf4s50_1
Vias in the first global route                                  2415
Setup fix buffers added after clock tree synthesis                 0
Width of the die                                            93.58 µm
Port Buffer Count                                                 88
First-pass DRT Iterations                                          6
Number of distinct library cells after synthesis                  63
Final Cell Area                                             3257 µm²
Global-route wire length before repair                      11210 µm
Flip-flop and latch area                                       0 µm²
Instance count of the mapped netlist                             360
Die height                                                  93.58 µm
CTS hold repair buffers                                            0
Fraction of the yosys area taken by sequential cells              0%
ANT nets after route                                               0
Placer's final routability congestion estimate                0.9016
Syn avg cell area                                          6.989 µm²
Endpoint class of the critical path                     primary output
Area growth from synthesis to layout                          29.44%
Fill cell total of the finished layout                           847
Detailed-route DRC error count                                     0
Overall overflow remaining after global route                      0
Count of yosys warnings during synthesis                           3
Power Density                                           42.22 nW/µm²
Worst hold path startpoint                                 square[9]
DP Area                                                     3257 µm²
Final count of negative-setup-slack endpoints                      0
Transition time at the pin with the least slew margin      0.7321 ns
Crit path launch type                                     input port
Total GRT Usage                                               15.73%
Number of sequential cells                                         0
Total core area                                             8175 µm²
Share of layout cells above drive strength 1                  1.481%
Total instance count after detailed placement                    510
Number of standard cells reported by yosys                       360
Arrival time worst endpoint                                  5.86 ns
Area of the synthesized netlist per yosys stat              2516 µm²
Post-cts resize count                                              0
Final Critical Period                                       7.898 ns
# diodes                                                           0
Vias per std cell                                              5.451
Least setup slack across all paths after layout             2.302 ns
Area of the mapped netlist                                  2516 µm²
Footprint of the multi-input gates                          2203 µm²
Final max-slew violation count                                     0
CP required                                                  8.16 ns
Final cycle utilization of the critical path                  77.43%
RSZ-0062 raised after global routing                           false
Worst-path fanout max                                             10
Detail-routed net length per standard cell                  13.71 µm
Boundary pin count                                                88
Biggest cell delay along the critical path                   0.63 ns
Leakage power                                               1.223 nW
Slew headroom                                                 51.19%
First DRT Iteration DRCs                                          87
Detailed Place HPWL                                          5836 µm
Initial antenna violation count                                    0
Log Warnings                                                      34
Worst hold endpoint                                          blue[8]
Routed wire length                                           6992 µm
Class of the tightest hold or removal check                in -> out
Worst VDD drop                                              14.63 µV
Critical Setup Path Class                                  in -> out
Number of placement rows                                          33
DR vias                                                         2780
Summed negative setup slack over all endpoints                  0 ns
Pin count of the biggest net entering global routing              15
Core Util at FP                                               30.78%
Fmax achieved                                              126.6 MHz
Worst Hold Slack                                            5.628 ns
Most frequent cell on the critical path                 clkdlybuf4s50_1
Overall chip area                                           8757 µm²
====================================================================
metal layers:
metal	up-vias	global-route usage, %	wire, µm
met1	1255	22.07	3398
li1	1429	-	-
met3	9	1.158	373
met4	0	2.692	87
met2	87	26.72	3133
met5	-	0	0
worst max-delay path: cells and delay by family:
| family | cells | cell delay [ns] |
|---|---|---|
| and+or+nand+nor | 6 | 1.27 |
| AOI/OAI and AO/OA | 3 | 0.95 |
| adders and majority gates | 1 | 0.26 |
| xor gates and xnor gates | 1 | 0.15 |
| buffers and inverters | 2 | 1.17 |
worst max path at each step:
stage,start,endpoint,cells past startpoint
4_1_cts,cursor_y[4],green[1],13
5_1_grt,cursor_x[1],green[0],16
6_report,cursor_y[4],green[1],13
metrics by stage:
stage	power, mW	utilization [%]
global placement	0.1371	39.84
finish	0.1375	39.84
CTS	0.1385	39.84
floorplan	0.08454	-
global route	0.1546	39.84
detailed placement	0.1378	39.84
cells in the mapped netlist, types with 4 or more instances:
| library cell | n | share of area [%] |
|---|---|---|
| xor2_1 | 15 | 5.2 |
| and3_1 | 5 | 1.2 |
| nor2b_1 | 22 | 5.5 |
| clkbuf_1 | 14 | 2.1 |
| inv_1 | 11 | 1.6 |
| nand2b_1 | 5 | 1.2 |
| o2111ai_1 | 5 | 1.7 |
| a22oi_1 | 4 | 1.2 |
| o21ai_0 | 11 | 2.2 |
| ha_1 | 40 | 20 |
| nor4_1 | 4 | 0.99 |
| nor3_1 | 14 | 2.8 |
| a31oi_1 | 5 | 1.2 |
| a21oi_1 | 25 | 5.0 |
| nand2_1 | 25 | 3.7 |
| xnor2_1 | 13 | 4.5 |
| buf_4 | 27 | 8.1 |
| nand4_1 | 11 | 2.7 |
| nor2_1 | 15 | 2.2 |
| a21o_1 | 4 | 1.2 |
| nand3_1 | 26 | 5.2 |
placed cells by master, fill, tap and decap left out, types with 5 or more instances in the layout:
master           Yosys  layout
nand3_1             26      26
inv_1               11      11
nor3_1              14      14
o2111ai_1            5       5
nand2_1             25      25
a21oi_1             25      25
o21ai_0             11      11
nor2b_1             22      22
xnor2_1             13      13
nand4_1             11      11
nand2b_1             5       5
nor2_1              15      15
clkdlybuf4s50_1      0      88
a31oi_1              5       5
and3_1               5       5
ha_1                40      40
xor2_1              15      15
where the power goes:
group          leakage, nW  total, mW  switching [mW]  internal (mW)
clock                    0          0               0              0
sequential               0          0               0              0
combinational         1.22      0.137          0.0637         0.0738
cell families (layout without fill, tap and decap cells):
logic type / count (synthesis) / in the layout / synth area share, %
AND/OR/NAND/NOR: 152 / 152 / 34.76
buffers and inverters: 54 / 99 / 12.43
adder cells (fa/ha/maj): 40 / 40 / 19.89
multiplexers: 1 / 1 / 0.3978
AND-OR/OR-AND: 85 / 85 / 22.78
XOR/XNOR: 28 / 28 / 9.747
cell type report:
type / count / area share [%]
Tap cell: 105 / 4.034
Inverter: 11 / 1.268
Multi-Input combinational cell: 306 / 67.65
Timing Repair Buffer: 88 / 27.05
Power is estimated from default activity; no workload was simulated.
